[flow/config.mk]
export PLATFORM = sky130hd
export DESIGN_NAME = pipo
export DESIGN_NICKNAME = pipo
export VERILOG_FILES = /design/flow/design.v
export SDC_FILE = /design/flow/constraint.sdc
export NUM_CORES = 4
export LEC_CHECK = 1
export CORE_AREA = 10 10 70 70
export DIE_AREA = 0 0 80 80
[flow/run.sh]
#!/bin/bash
# OpenROAD 26Q1-2900-gdf79404cd8, Yosys 0.63+post, stock flow scripts
make -C /OpenROAD-flow-scripts/flow DESIGN_CONFIG=/design/flow/config.mk WORK_HOME=/design/flow/orfs finish
[flow/constraint.sdc]
current_design pipo

set clk_period 1.1
set clk_io_pct 0.2

create_clock -name clk0 -period $clk_period [get_ports {clk}]

set non_clock_inputs [all_inputs -no_clocks]
set_input_delay [expr $clk_period * $clk_io_pct] -clock clk0 $non_clock_inputs
set_output_delay [expr $clk_period * $clk_io_pct] -clock clk0 [all_outputs]
[flow/design.v]
module and2 (input wire i0, i1, output wire o);
  assign o = i0 & i1;
endmodule
module mux2 (input wire i0, i1, j, output wire o);
  assign o = (j==0)?i0:i1;
endmodule
module invert (input wire i, output wire o);
   assign o = !i;
endmodule
module df (input wire clk, in, output wire out);
  reg df_out;
  always@(posedge clk) df_out <= in;
  assign out = df_out;
endmodule
module dfr (input wire clk, reset, in, output wire out);
  wire reset_, df_in;
  invert invert_0 (reset, reset_);
  and2 and2_0 (in, reset_, df_in);
  df df_0 (clk, df_in, out);
endmodule
module dfrl (input wire clk, reset, load, in, output wire out);
  wire _in;
  mux2 mux2_0(out, in, load, _in);
  dfr dfr_1(clk, reset, _in, out);
endmodule
module pipo(input wire clk,load,reset,input wire [3:0]in,output wire [3:0]out);
	dfrl d1(clk,reset,load,in[0],out[0]);
	dfrl d2(clk,reset,load,in[1],out[1]);
	dfrl d3(clk,reset,load,in[2],out[2]);
	dfrl d4(clk,reset,load,in[3],out[3]);
endmodule
==> notes.md <==
run results: status=finished clean, insertion delay of the later-clocked pin in the worst-skew pair=0.24 ns, CTS H-tree depth=1, buffers inserted during post-CTS setup optimization=0, pwr/cell area=1270 nW/um^2, cell at the slowest stage of the critical path=sky130_fd_sc_hd__dfxtp_1, maximum fanout count along the critical path=2, Overall Power=0.000395 W, Layout Cell Area excl Fill=312 sq um, Required @ worst endpoint=0.88 ns, endpoints failing hold=0, Mapped Area=170 sq um, core footprint=3420 sq um, most frequent cells in the layout=sky130_fd_sc_hd__clkdlybuf4s50_1, sky130_fd_sc_hd__mux2i_1, sky130_fd_sc_hd__nor2_1, sky130_fd_sc_hd__dlygate4sd2_1, final core utilization=0.0912, Final setup violation count=0, number of OpenROAD warnings=25, count of different cell masters after synthesis=5, number of buffers between clock root and the deepest sink=2, series of cell instances along the critical path=dlygate4sd2_1, reg-to-reg endpoint=d2.dfr_1.df_0.df_out, measured slew at the worst slew-check pin=0.230 ns, DRC violations left=0, gr usage total=0.0178, Min Clock Period, post-route=1.00 ns, CTS Buf Count=3, Fmax achieved=997 MHz, fraction of the core area occupied by cells at floorplan=0.0498, number of cells on the worst reg-to-reg path=2, chip area estimate from yosys synthesis=170 sq um, sum of routed wire length over all layers=538 microns, post-route insts no fill=71, RSZ-0062 raised after global routing=no, flip-flop and latch count after synthesis=4, DRT iter0 DRCs=0, setup slack on the worst flop-to-flop path=0.51 ns, clock input transition at the sequential cells of the worst setup and hold paths=0.04 ns, crit path launch=d2.dfr_1.df_0.df_out, Worst Hold Endpoint=d4.dfr_1.df_0.df_out, maximum cell stage delay along the critical path=0.30 ns, I/O Buffers=10, crit path capture type=primary output, Mapped Cells=17, number of global-route vias before repair=169, launch instance of the worst min-delay path=d4.dfr_1.df_0.df_out, via count=136, Max Slew Vio Count=0, fill cell instance count of the final layout=410, number of buffer and inverter instances along the worst setup path=1, global-route wire length before repair=814 microns, max capacitance violation total=0, Post-Place Cells=68, Chip Height=80 microns, Horiz. Die Dim=80 microns, sink count of the clock tree=4, Lkg Pwr=0.131 nW, Setup crit start kind=register, layout overhead on the synthesized area=83.1%, maximum clock skew at final layout=0 ns, ports placed on the boundary=11, type of the worst setup path=reg2out, sequential fraction of the synthesis area=0.471, layout cell share with drive strength beyond 1=0.160, most common library cell in the layout ignoring fill and taps=sky130_fd_sc_hd__clkdlybuf4s50_1, initial antenna violation count=0, buffer cell driving the clock tree root=sky130_fd_sc_hd__clkbuf_4, average wire per cell in the routed design=7.58 microns, number of detailed-route iterations in the first pass=1, kind of cell with the highest combined delay on the critical path=flip-flops, relative max-transition margin=0.846, mean area per synthesized cell=10.0 sq um, Die Footprint=6400 sq um, yosys stat cell total=17, detailed-route vias per instance=1.92, total of warnings raised by yosys=1, dpl ws=-0.111 ns, number of diodes added for antenna fixing=0, count of antenna-violating nets left after detailed routing=0, maximum number of pins on one net before global-route repair=5, global route total overflow=0, row count=21, data arrival time of the worst path=0.78 ns, Final WS setup=0.0971 ns, CTS tree=built, post-route clock period utilization=0.912, worst hold path class=reg2reg, worst reg2reg startpoint=d2.dfr_1.df_0.df_out, maximum vdd ir drop=0.130 mV, number of stages on the worst hold path=2, area after detailed placement=293 sq um, placer's final routability congestion estimate=0.594
Yosys cell counts:
master                     instances  area share
sky130_fd_sc_hd__buf_4             4        0.18
sky130_fd_sc_hd__mux2i_1           4        0.24
sky130_fd_sc_hd__nor2_1            4       0.088
sky130_fd_sc_hd__clkbuf_2          1       0.029
sky130_fd_sc_hd__dfxtp_1           4        0.47
kinds of logic after synthesis:
family | Yosys count | synth area share
and+or+nand+nor | 4 | 0.0882
DFF | 4 | 0.471
muxes | 4 | 0.235
buffers and inverters | 5 | 0.206
sequential cells by signal, summed over array words and instances (netlist names):
signal                count
d4.dfr_1.df_0.df_out      1
d3.dfr_1.df_0.df_out      1
d2.dfr_1.df_0.df_out      1
d1.dfr_1.df_0.df_out      1
area by class of cell:
class,instances,area (sq um),share of cell area
Clock buffer,3,22.5,0.0723
Multi-Input combinational cell,8,55.1,0.177
Sequential cell,4,81.3,0.261
Tap cell,46,57.6,0.185
Timing Repair Buffer,10,95.1,0.305
per-stage QoR:
stage	setup TNS, ns	hold slack, ns
floorplan	0	0.292
global placement	-0.370	0.479
detailed placement	-0.384	0.489
CTS	0	0.487
global route	0	0.529
finish	0	0.483
how the worst max path moves through the flow:
stage / endpoint / slack [ns] / cells after the start
CTS: out[1] / 0.08 / 1
global route: out[2] / 0.05 / 1
finish: out[1] / 0.1 / 1
power by group:
| part | internal, W | leakage (nW) | switching, W |
|---|---|---|---|
| sequential | 0.000155 | 0.0334 | 0.00000381 |
| clock | 0.000122 | 0.0138 | 0.0000651 |
| combinational | 0.0000347 | 0.0834 | 0.0000136 |
what timing repair did:
item	in CTS	in global routing
endpoints found under the setup margin	4	0
hold buffers	0	0
gates resized	5	0
per-layer routing:
layer  vias to the layer above  part of all wire  track usage  wire length (microns)
met5                         -                 0            0                      0
li1                         66                 -            -                      -
met4                         0             0.041      0.00880                     22
met1                        60              0.29       0.0106                    154
met2                         7              0.54       0.0337                    293
met3                         3              0.12       0.0159                     67
Power figures rest on the tool's default switching activity, not on a simulated workload.
